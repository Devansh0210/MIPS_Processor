==> flow/design.v <==
	parameter S0 = 4'b0;
	parameter S1 = 4'b1;
	parameter S2 = 4'b10;
	parameter S3 = 4'b11;
	parameter S4 = 4'b100;
	parameter S5 = 4'b101;
	parameter S6 = 4'b110;
	parameter S7 = 4'b111;
	parameter S8 = 4'b1000;
	parameter S9 = 4'b1001;
	parameter S10 = 4'b1010;
	parameter S11 = 4'b1011;
	parameter S12 = 4'b1100;
	parameter S13 = 4'b1101;
	parameter S14 = 4'b1110;
	parameter S15 = 4'b1111;
module ControlFSM( OP,
                  reset,
                  funcf,
                  clk,
                  PCsrc,
                  IorD,
                  Memwrite,
                  MemRead,
                  IRwrite,
                  RegDst,
                  RegSrcA,
                  RegWrite,
                  ALUsrcA,
                  ALUsrcB,
                  ALUdir,
                  memtoReg,
                  Pcwrite,
                  branch,
                  be
            );
      input clk;
      input [0:3] OP;
      input [0:3] funcf;
      input reset;
      output reg [1:0] PCsrc;
      output reg IorD;
      output reg Memwrite;
      output reg MemRead;
      output reg IRwrite;
      output reg RegDst;
      output reg RegSrcA;
      output reg RegWrite;
      output reg ALUsrcA;
      output reg [2:0] ALUsrcB;
      output reg [1:0] ALUdir;
      output reg memtoReg;
      output reg Pcwrite;
      output reg branch;
      output reg be;
      parameter Fetch = 4'b0000;
      parameter Decode_rb = 4'b0001;
      parameter Decode_i = 4'b0010;
      parameter Decode_lsw = 4'b0011;
      parameter Execute_r = 4'b0100;
      parameter Execute_b = 4'b0101;
      parameter Execute_j = 4'b0110;
      parameter Execute_i1 = 4'b0111;
      parameter Execute_i2 = 4'b1000;
      parameter Execute_lsw = 4'b1001;
      parameter Writeback_r = 4'b1011;
      parameter Writeback_i = 4'b1100;
      parameter Writeback_lw = 4'b1101;
      parameter Writeback_sw = 4'b1110;
      parameter Mem_lw  =  4'b1111;
      reg [3:0] state;
      reg [3:0] nextstate;
      always@(posedge clk) begin
            if(reset)
                  state <= Fetch;
            else 
                  state <= nextstate;
      end
      always@(state, OP) begin
            case(state)         
                  Fetch: case(OP)
                              4'b1000:nextstate <= Decode_rb;
                              4'b1100:nextstate <= Decode_rb;
                              4'b1011:nextstate <= Decode_rb;
                              4'b1111:nextstate <= Decode_rb;
                              4'b0100:nextstate <= Decode_rb;
                              4'b0101:nextstate <= Decode_rb;
                              4'b0011:nextstate <= Decode_rb;
                              4'b1001:nextstate <= Decode_i;
                              4'b1010:nextstate <= Decode_i;
                              4'b1101:nextstate <= Decode_i;
                              4'b1110:nextstate <= Decode_i;
                              4'b0000:nextstate <= Decode_i;
                              4'b0111:nextstate <= Decode_i;
                              4'b0110:nextstate <= Decode_i;
                              4'b0001:nextstate <= Decode_lsw;
                              4'b0010:nextstate <= Decode_lsw;
                        endcase
                  Decode_rb: case(OP)
                              4'b1000:nextstate <= Execute_r;
                              4'b1100:nextstate <= Execute_r;
                              4'b1011:nextstate <= Execute_r;
                              4'b1111:nextstate <= Execute_r;
                              4'b0100:nextstate <= Execute_b;
                              4'b0101:nextstate <= Execute_b;
                              4'b0011:nextstate <= Execute_j;
                        endcase
                  Decode_i :  case(OP)
                              4'b1001:nextstate <= Execute_i1;
                              4'b1010:nextstate <= Execute_i1;
                              4'b1101:nextstate <= Execute_i1;
                              4'b1110:nextstate <= Execute_i1;
                              4'b0111:nextstate <= Execute_i1;
                              4'b0110:nextstate <= Execute_i1;
                              4'b0000:nextstate <= Execute_i2;
                        endcase
                  Decode_lsw : case(OP)
                              4'b0001:nextstate <= Execute_lsw;
                        endcase
                  Execute_r : case(OP)
                              4'b1000:nextstate <= Writeback_r;
                              4'b1100:nextstate <= Writeback_r;
                              4'b1011:nextstate <= Writeback_r;
                              4'b1111:nextstate <= Writeback_r;
                        endcase
                  Execute_i1 : case(OP)
                              4'b1001:nextstate <= Writeback_i;
                              4'b1010:nextstate <= Writeback_i;
                              4'b1101:nextstate <= Writeback_i;
                              4'b1110:nextstate <= Writeback_i;
                              4'b0111:nextstate <= Writeback_i;
                              4'b0110:nextstate <= Writeback_i;
                        endcase
                  Execute_i2:  case(OP)
                              4'b0000:nextstate <= Writeback_i;
                        endcase
                  Execute_lsw : case(OP)
                              4'b0001:nextstate <= Mem_lw;
                              4'b0010:nextstate <= Writeback_sw;
                        endcase
                  Mem_lw : case(OP)
                              4'b0001:nextstate <= Writeback_lw;
                        endcase
            endcase
      end
      always @(state) begin
            case(state)
                  Fetch : begin
                        Pcwrite <= 1'b1;
                        PCsrc <= 2'b00;
                        IorD <= 1'b0;
                        Memwrite <= 1'b0;
                        MemRead <= 1'b1;
                        IRwrite <= 1'b1;
                        ALUsrcA <= 1'b0;
                        ALUsrcB <= 3'b001;
                        ALUdir <= 2'b00;
                        branch <= 1'b0;
                        be <= 1'b0;
                  end
                  Decode_rb : begin   
                        Pcwrite <= 1'b0;
                        Memwrite <= 1'b0;
                        MemRead <= 1'b0;
                        IRwrite <= 1'b0;
                        RegDst <= 1'b0;
                        RegSrcA <= 2'b00;
                        RegWrite <= 1'b0;
                        branch <= 1'b0;
                        be <= 1'b0;
                  end
                  Decode_i : begin
                        Pcwrite <= 1'b0;
                        Memwrite <= 1'b0;
                        MemRead <= 1'b0;
                        IRwrite <= 1'b0;
                        RegDst <= 1'b0;
                        RegSrcA <= 2'b00;
                        RegWrite <= 1'b0;
                        branch <= 1'b0;
                        be <= 1'b0;
                  end
                  Decode_lsw : begin
                        Pcwrite <= 1'b0;
                        Memwrite <= 1'b0;
                        MemRead <= 1'b0;
                        IRwrite <= 1'b0;
                        RegDst <= 1'b1;
                        RegSrcA <= 2'b10;
                        RegWrite <= 1'b0;
                        branch <= 1'b0;
                        be <= 1'b0;
                  end
                  Execute_r : begin
                        Pcwrite <= 1'b0;
                        Memwrite <= 1'b0;
                        MemRead <= 1'b0;
                        IRwrite <= 1'b0;
                        RegWrite <= 1'b0;
                        ALUsrcA <= 1'b1;
                        ALUdir <= 2'b10;
                        branch <= 1'b0;
                        be <= 1'b0;
                  end
                  Execute_i1 : begin
                        Pcwrite <= 1'b0;
                        Memwrite <= 1'b0;
                        MemRead <= 1'b0;
                        IRwrite <= 1'b0;
                        RegWrite <= 1'b0;
                        ALUsrcA <= 1'b1;
                        ALUsrcB <= 3'b100;
                        ALUdir <= 2'b10;
                        branch <= 1'b0;
                        be <= 1'b0;
                  end
                  Execute_i2 : begin
                        Pcwrite <= 1'b0;
                        Memwrite <= 1'b0;
                        MemRead <= 1'b0;
                        IRwrite <= 1'b0;
                        RegWrite <= 1'b0;
                        ALUsrcA <= 1'b1;
                        ALUsrcB <= 3'b011;
                        ALUdir <= 2'b10;
                        branch <= 1'b0;
                        be <= 1'b0;
                  end
                  Execute_lsw : begin
                        Pcwrite <= 1'b0;
                        Memwrite <= 1'b0;
                        MemRead <= 1'b0;
                        IRwrite <= 1'b0;
                        RegWrite <= 1'b0;
                        ALUsrcA <= 1'b1;
                        ALUsrcB <= 3'b100;
                        ALUdir <= 2'b00;
                        branch <= 1'b0;
                        be <= 1'b0;
                  end
                  Execute_b : begin
                        Pcwrite <= 1'b0;
                        PCsrc <= 1'b10;
                        Memwrite <= 1'b0;
                        MemRead <= 1'b0;
                        IRwrite <= 1'b0;
                        RegWrite <= 1'b0;
                        branch <= 1'b1;
                        be <= ~OP[0];
                  end
                  Execute_j : begin 
                        PCsrc <= 2'b10;
                        Pcwrite <= 1'b1;  
                        Memwrite <= 1'b0;
                        MemRead <= 1'b0;
                        IRwrite <= 1'b0;
                        RegWrite <= 1'b0;
                        ALUsrcA <= 1'b0;
                        ALUsrcB <= 3'b010;
                        ALUdir <= 2'b00;
                        branch <= 1'b0;
                        be <= 1'b0;
                  end
                  Writeback_r : begin
                        Pcwrite <= 1'b0;
                        Memwrite <= 1'b0;
                        MemRead <= 1'b0;
                        IRwrite <= 1'b0;
                        RegDst <= 1'b0;
                        RegWrite <= 1'b1;
                        ALUsrcB <= 3'b000;
                        memtoReg <= 1'b0;
                        branch <= 1'b0;
                        be <= 1'b0;
                  end
                  Writeback_i : begin
                        Pcwrite <= 1'b0;
                        Memwrite <= 1'b0;
                        MemRead <= 1'b0;
                        IRwrite <= 1'b0;
                        RegDst <= 1'b0;
                        RegWrite <= 1'b1;
                        ALUsrcB <= 3'b000;
                        memtoReg <= 1'b0;
                        branch <= 1'b0;
                        be <= 1'b0;
                  end
                  Writeback_lw : begin
                        Pcwrite <= 1'b0;
                        Memwrite <= 1'b0;
                        MemRead <= 1'b0;
                        IRwrite <= 1'b0;
                        RegDst <= 1'b1;
                        RegWrite <= 1'b1;
                        ALUsrcB <= 3'b000;
                        memtoReg <= 1'b1;
                        branch <= 1'b0;
                        be <= 1'b0;
                  end
                  Writeback_sw : begin
                        Pcwrite <= 1'b0;
                        Memwrite <= 1'b1;
                        MemRead <= 1'b0;
                        IRwrite <= 1'b0;
                        RegWrite <= 1'b0;
                        ALUsrcB <= 3'b000;
                        branch <= 1'b0;
                        be <= 1'b0;
                  end
                  Mem_lw : begin
                        Pcwrite <= 1'b0;
                        IorD <= 1'b1;
                        Memwrite <= 1'b0;
                        MemRead <= 1'b1;
                        IRwrite <= 1'b0;
                        RegWrite <= 1'b0;
                        branch <= 1'b0;
                        be <= 1'b0;
                  end
            endcase
      end
endmodule
==> flow/run.sh <==
#!/bin/bash
# OpenROAD 26Q1-2900-gdf79404cd8, Yosys 0.63+post, stock flow scripts
make -C /OpenROAD-flow-scripts/flow DESIGN_CONFIG=/design/flow/config.mk WORK_HOME=/design/flow/orfs finish
==> flow/config.mk <==
export PLATFORM = sky130hd
export DESIGN_NAME = ControlFSM
export DESIGN_NICKNAME = ControlFSM
export VERILOG_FILES = /design/flow/design.v
export SDC_FILE = /design/flow/constraint.sdc
export NUM_CORES = 4
export LEC_CHECK = 1
export CORE_AREA = 10 10 84 84
export DIE_AREA = 0 0 94 94
==> flow/constraint.sdc <==
current_design ControlFSM

set clk_period 1.0
set clk_io_pct 0.2

create_clock -name clk0 -period $clk_period [get_ports {clk}]

set non_clock_inputs [all_inputs -no_clocks]
set_input_delay [expr $clk_period * $clk_io_pct] -clock clk0 $non_clock_inputs
set_output_delay [expr $clk_period * $clk_io_pct] -clock clk0 [all_outputs]
==> results.json <==
{
  "outcome": "completed",
  "syn_area_sq_um": 1240,
  "die_w_microns": 94,
  "whs_path_depth": 2,
  "slew_violations": 0,
  "grt_max_degree": 34,
  "coreArea_sq_um": 5205,
  "dieHeight_microns": 94,
  "rows": 26,
  "grt-ovfl-total": 0,
  "wl_per_cell_microns": 11.17,
  "cp_num_buf_inv": 1,
  "grt_usage_pct": 6.181,
  "layout_top_cell": "clkdlybuf4s50_1",
  "unconstrained_endpoints": 36,
  "warnings": 34,
  "drc": 0,
  "cts_made_buffers": 3,
  "cts_setup_buffers": 0,
  "n_fill_cell": 588,
  "cp_slowest_cell": "clkdlybuf4s50_1",
  "via_per_inst": 4.351,
  "cts_max_path_buffers": 2,
  "hold_class": "input pin to flop",
  "required_ns": 1.10,
  "fin_setup_tns_ns": 0,
  "hold_slack_ns": 0.5900,
  "h-tree-depth": 1,
  "crit_path_cell_trace": "clkdlybuf4s50_1 -> nor2b_1",
  "syn_to_final_growth_pct": 20.69,
  "critPathKind": "input pin to flop",
  "setup_viol": 0,
  "crit_path_start_kind": "input pin",
  "power.leakage_nw": 0.6124,
  "cts_tree": "done",
  "reg.largest.list": "nextstate: 4 flops, state: 4 flops, ALUsrcB: 3 flops",
  "dr.first_iter.drc_count": 148,
  "crit_fanout": 4,
  "edf_count": 0,
  "antennaDiodeCount": 0,
  "mostFrequentLayoutCells": "21 x clkdlybuf4s50_1, 20 x dlxtn_1, 19 x nor2_1",
  "root_buffer": "clkbuf_8",
  "endpoint_kind": "flop",
  "yosys_warnings": 2,
  "slowest_delay_ns": 0.51,
  "initCoreUtil_pct": 23.82,
  "grt_pass1_vias": 997,
  "tightest_slew_ns": 0.6973,
  "finalHoldViolations": 0,
  "cp.depth": 2,
  "ctsResizeCount": 0,
  "finalWirelength_microns": 2769,
  "grt_pass1_wl_microns": 4692,
  "die_area_sq_um": 8836,
  "max-cap-violations": 0,
  "numSynthFlops": 24,
  "port_buffers": 21,
  "ant_nets": 0,
  "drive_above_1_share_pct": 5.056,
  "arrival_ns": 0.77,
  "top_area_share_pct": 24.22,
  "fmax_ghz": 1.490,
  "ir_worst_vdd_mv": 0.2611,
  "routed-via-count": 1079,
  "syn_inst": 167,
  "largest_area_cell": "dlxtn_1",
  "pin_count": 29,
  "async_reset_ff_share_pct": 0,
  "gp_congestion": 0.8661,
  "relSlewSlack_pct": 53.45,
  "firstDrtPassIters": 4,
  "fin_crit_sh_pct": 67.11,
  "unclocked_pins": 20,
  "ys_chip_area_sq_um": 1240,
  "critPathTopFamily": "buffers and inverters",
  "yosysUniqueCellTypes": 45,
  "ff_type": "dlxtn_1",
  "avgSynthCellArea_sq_um": 7.425,
  "area_leaders": "dlxtn_1 24%, a21oi_1 6.5%, dfxtp_1 6.5%",
  "ys_cells": 167,
  "place_hpwl_microns": 2115,
  "hold_buffers": 0,
  "clk_pin_slew_ns": 0.03,
  "period_minus_slack_ns": 0.6711,
  "antenna_found_initial": 0,
  "powerDensity_nw_per_um2": 592.1,
  "grt_setup_unrepaired": "no"
}
-- cell usage after synthesis (2+ instances only) --
library cell and instances:
a21oi_1 16, nor2b_1 9, nand2_1 9, ha_1 6, o211ai_1 2, nand3_1 2, or3_1 4, o22ai_1 2
nand2b_1 5, inv_1 8, o221ai_1 2, and2_1 5, o21ai_0 8, a21o_1 2, buf_4 6, buf_2 3
dlxtn_1 20, dfxtp_1 4, clkbuf_1 4, nor2_1 19, nor3_1 4, o31ai_1 3, a31oi_1 2
-- layer usage --
layer	GRT usage (%)	part of all wire, %	up-vias
li1	-	-	588
met5	0	0	-
met1	9.202	50	472
met4	0.6329	0	0
met2	9.101	43	19
met3	1.454	6.8	0
-- cell families after synthesis --
logic type	count (synthesis)	synth area share, %
simple gates	65	27.75
compound gates	46	24.12
buf+inv	24	10.29
latches	20	24.22
fa+ha+maj	6	6.054
flops	4	6.458
other cells	1	0.3024
mux	1	0.8073
-- report_power, final --
group | internal, mW | leakage (nW) | switching [mW]
clock network | 0.256 | 0.0216 | 0.0798
logic | 0.134 | 0.401 | 0.151
registers | 0.229 | 0.189 | 0.0352
-- final cells by class --
type                            instances  area [sq um]  area share [%]
Multi-Input combinational cell        121         739.5           49.41
Inverter                                8         30.03           2.007
Sequential cell                        24         380.4           25.42
Clock buffer                            3         41.29           2.759
Timing Repair Buffer                   22         217.7           14.55
Tap cell                               70         87.58           5.853
-- per-stage QoR --
| step | cell area, sq um | std cells | power [mW] | setup WS, ns | util [%] |
|---|---|---|---|---|---|
| after floorplan | 1247 | 169 | 0.4851 | 0.6641 | - |
| after global placement | 1455 | 245 | 0.5529 | 0.1084 | 27.96 |
| after detailed placement | 1455 | 245 | 0.5520 | 0.1012 | 27.96 |
| after CTS | 1496 | 248 | 0.8961 | 0.3271 | 28.75 |
| after global routing | 1496 | 248 | 0.9534 | 0.3140 | 28.75 |
| final | 1496 | 248 | 0.8861 | 0.3289 | 28.75 |
-- path summary, 6_finish.rpt --
path	start	end
worst min-delay path	reset	state[2]
worst max-delay path	reset	state[0]
No activity file was given, so power comes from the tool's default toggle rates.
